File: /design/flow/run.sh
#!/bin/bash
# OpenROAD 26Q1-2900-gdf79404cd8, Yosys 0.63+post, stock flow scripts
make -C /OpenROAD-flow-scripts/flow DESIGN_CONFIG=/design/flow/config.mk WORK_HOME=/design/flow/orfs finish
File: /design/flow/config.mk
export PLATFORM = sky130hd
export DESIGN_NAME = seq_1010_melay
export DESIGN_NICKNAME = seq_1010_melay
export VERILOG_FILES = /design/flow/design.v
export SDC_FILE = /design/flow/constraint.sdc
export NUM_CORES = 4
export LEC_CHECK = 1
export CORE_AREA = 10 10 70 70
export DIE_AREA = 0 0 80 80
File: /design/flow/design.v
`timescale 1ns / 1ps
module seq_1010_melay(
     input i_clock,
     input i_reset,
     input i_btn,
     output reg o_led
      );
    localparam [2:0] s0 = 0 ,s1 = 1 ,s2 = 2 ,s3 = 3 ;
    reg [2:0] state,next_state;
always@ (posedge i_clock) begin
    if (i_reset)
        state <= 3'b000         ;
    else
        state <= next_state     ;
end
always@(*)begin
    next_state = state;
    case(state)
        s0 : next_state <= i_btn ? s1:s0 ; 
        s1 : next_state <= i_btn ? s1:s2 ; 
        s2 : next_state <= i_btn ? s3:s0 ; 
        s3 : next_state <= i_btn ? s1:s0 ;  
    endcase    
end 
always@(posedge i_clock) begin
    if (i_reset)
        o_led <= 0;
    else begin
        if(~i_btn & (state==s3))
            o_led <=1'b1;
        else
            o_led <= 1'b0;
        end
end
endmodule
File: /design/flow/constraint.sdc
current_design seq_1010_melay

set clk_period 1.0
set clk_io_pct 0.2

create_clock -name clk0 -period $clk_period [get_ports {i_clock}]

set non_clock_inputs [all_inputs -no_clocks]
set_input_delay [expr $clk_period * $clk_io_pct] -clock clk0 $non_clock_inputs
set_output_delay [expr $clk_period * $clk_io_pct] -clock clk0 [all_outputs]
==> results.py <==
# Flow results
metrics = {
    "flow_run": {
        "max-cap-violations": 0,
        "warning_count": 25,
    },
    "critical_path": {
        "worst_path_max_delay_cell": "dfxtp_1",
        "crit_chain": "dlygate4sd2_1",
        "slowest_delay_ns": 0.29,
        "timing.critical_path.buf_inv": 1,
        "cp_delay_by_family_top": "flip-flops",
        "worstPathArrival_ns": 0.77,
        "worstPathRequired_ns": 0.80,
        "timing.critical_path.fanout_max": 1,
        "critical_path.endpoint_type": "output port",
        "critical_path.startpoint_type": "flop",
        "critical_path_class": "reg2out",
    },
    "sta": {
        "postLayoutSetupSlackWorst_ns": 0.0319,
        "max_slew_margin_pct": 84.8,
        "setup_viol": 0,
        "grt_setup_unrepaired": "false",
        "report.final.slew_viol_count": 0,
        "hold_violations": 0,
        "clock.fmax_mhz": 1030,
        "final_period_minus_worst_setup_slack_ns": 0.968,
        "fin_crit_sh_pct": 96.8,
        "tightest_slew_ns": 0.227,
        "final.setup_skew_ns": 0.00421,
    },
    "floorplan": {
        "dieArea_sq_um": 6400,
        "placementRows": 21,
        "num_io_pins": 4,
        "chipHeight_microns": 80,
        "core_utilization_before_placement_pct": 4.51,
        "placeableCoreArea_sq_um": 3420,
        "die.size.x_microns": 80,
    },
    "global_route": {
        "grtUsageTotal_pct": 1.30,
        "grt_max_degree": 6,
        "globalRoute.totalOverflow": 0,
        "grt_pass1_vias": 134,
        "grt_pass1_wl_microns": 600,
        "grt_antenna_before_repair": 0,
    },
    "drt": {
        "wirelength_microns": 369,
        "antenna_violating_nets_post_route": 0,
        "drt_iter0_markers": 2,
        "drt-vias-per-instance": 1.91,
        "insertedDiodeCount": 0,
        "route.detailed.wl_per_inst_microns": 5.68,
        "vias": 124,
        "drc": 0,
        "drt-pass1-iter-count": 2,
    },
    "clocking": {
        "clock-sinks": 5,
        "clkLatencyLatePin_ns": 0.24,
        "cts.path.max_buffers": 2,
        "clk_transition_reported_paths_ns": 0.05,
        "cts_hold_buffers": 0,
        "tritoncts": "yes",
        "htree_levels": 1,
        "cts_root_buffer": "clkbuf_4",
        "tritoncts.num_buffers": 3,
    },
    "worst_hold_path": {
        "min_path_type": "reg2reg",
    },
    "synthesis": {
        "synth-area-yosys_sq_um": 154,
        "yosys-stat-cells": 12,
        "sequential_area_share_after_synthesis_pct": 65.0,
        "post_synth_instance_area_sq_um": 154,
        "average_instance_area_after_synthesis_sq_um": 12.8,
        "postSynthRegisterBits": 5,
        "synth_cell_type_count": 6,
        "synth_cells": 12,
        "warnings_synthesis": 1,
    },
    "place": {
        "buffer_ports.inserted": 3,
        "dp_slack_ns": -0.0700,
        "gp_congestion": 0.648,
    },
    "power": {
        "p_leak_nw": 0.0909,
        "total_power_w": 0.000469,
        "power.density_cell_area_nw_per_um2": 1760,
        "ir_drop_v": 0.000271,
    },
    "run_status": {
        "run_status": "complete, no violations",
    },
    "layout": {
        "fillCellCount": 418,
        "layout_area_overhead_pct": 73.2,
        "final_core_utilization_pct": 7.80,
        "ratio_of_cells_with_drive_above_1_in_the_final_layout_pct": 21.1,
    },
}
## cells in the mapped netlist
cell type	number	area, sq um
and3b_1	1	8.76
o21bai_1	1	7.51
nor3_1	2	10.0
nor3b_2	1	12.5
nor3b_1	2	15.0
dfxtp_1	5	100
## report_power, final
part / switching, W / internal [W]
clock: 0.0000838 / 0.000151
combinational: 0.00000956 / 0.0000144
sequential: 0.00000355 / 0.000207
## final timing paths
check / slack (ns) / cells after the start / endpoint / startpoint
setup / recovery: 0.03 / 1 / o_led / o_led$_SDFF_PP0_
setup reg to reg: 0.28 / 2 / state[2]$_DFF_P_ / state[2]$_DFF_P_
hold / removal: 0.48 / 1 / state[1]$_DFF_P_ / state[2]$_DFF_P_
hold reg to reg: 0.48 / 1 / state[1]$_DFF_P_ / state[2]$_DFF_P_
## metrics by stage
| step | instances | setup TNS, ns | cell area [sq um] | hold WS (ns) |
|---|---|---|---|---|
| detailed placement | 61 | -0.0786 | 241 | 0.473 |
| finish | 65 | 0 | 267 | 0.485 |
| global placement | 61 | -0.0492 | 241 | 0.462 |
| CTS | 65 | 0 | 267 | 0.488 |
| global route | 65 | 0 | 267 | 0.489 |
| floorplan | 12 | 0 | 154 | 0.270 |
## layout by cell type (no fill, tap or decap), drive strengths merged
cell type | netlist | routed
dfxtp | 5 | 5
nor3 | 2 | 2
clkdlybuf4s50 | 0 | 2
dlygate4sd2 | 0 | 1
nor3b | 3 | 3
and3b | 1 | 1
o21bai | 1 | 1
clkbuf | 0 | 4
## per-layer routing
layer	part of all wire, %	global-route usage [%]
met1	50	1.53
met5	0	0
met3	15	1.59
met2	35	1.36
met4	0	0.352
## kinds of logic after synthesis
logic type / synth area share [%]
flip-flops: 65.0
AND/OR/NAND/NOR: 30.1
AND-OR/OR-AND: 4.88
## registers in the layout, summed over array words and instances, names as in the netlist
| register | cells |
|---|---|
| o_led | 1 |
| state | 4 |
## final cells by class
type	count	area (sq um)	share of cell area, %
Tap cell	46	57.6	21.6
Sequential cell	5	100	37.6
Timing Repair Buffer	3	28.8	10.8
Clock buffer	4	26.3	9.86
Multi-Input combinational cell	7	53.8	20.2
## repair_timing
item / in CTS / in global routing
hold endpoints to repair: 0 / 0
setup buffers: 0 / 0
endpoints found under the setup margin: 1 / 0
resized: 1 / 0
Power and IR drop assume default switching activity.
