## flow/config.mk

```make
export PLATFORM = sky130hd
export DESIGN_NAME = NS_count
export DESIGN_NICKNAME = NS_count
export VERILOG_FILES = /design/flow/design.v
export SDC_FILE = /design/flow/constraint.sdc
export NUM_CORES = 4
export LEC_CHECK = 1
export CORE_AREA = 10 10 70 70
export DIE_AREA = 0 0 80 80
```

## flow/constraint.sdc

```tcl
current_design NS_count

set clk_period 1.0
set clk_io_pct 0.2

create_clock -name clk0 -period $clk_period [get_ports {i_clk}]

set non_clock_inputs [all_inputs -no_clocks]
set_input_delay [expr $clk_period * $clk_io_pct] -clock clk0 $non_clock_inputs
set_output_delay [expr $clk_period * $clk_io_pct] -clock clk0 [all_outputs]
```

## flow/design.v

```verilog
`timescale 1ns / 1ps
module traffic_light_ctrl_eng(
input wire [4:0] i_NS_count         ,
input wire [3:0] i_EW_count         ,
input wire [1:0] yellow_count       ,
input wire       NS_vehicle_detect  ,
input wire       EW_vehicle_detect  ,
output reg NS_red        ,
output reg NS_yellow     ,
output reg NS_green      ,
output reg EW_red        ,
output reg EW_yellow     ,
output reg EW_green      
);
initial begin
    NS_red      <=1'b0;
    NS_yellow   <=1'b0;
    NS_green    <=1'b1;
    EW_red      <=1'b1;
    EW_yellow   <=1'b0;
    EW_green   <=1'b0;
end
always @ (i_NS_count) begin
    if (i_NS_count==31 & EW_vehicle_detect & NS_green) begin
        NS_red      <=1'b0;
        NS_yellow   <=1'b1;
        NS_green    <=1'b0;
        EW_red      <=1'b1;
        EW_yellow   <=1'b0;
        EW_green   <=1'b0;
    end
end
always @ (i_EW_count) begin
     if (i_EW_count==15 & NS_vehicle_detect & EW_green) begin
        NS_red      <=1'b1;
        NS_yellow   <=1'b0;
        NS_green    <=1'b0;
        EW_red      <=1'b0;
        EW_yellow   <=1'b1;
        EW_green   <=1'b0;
    end
end
always @ (yellow_count) begin
    if (yellow_count ==3 & NS_yellow) begin
        NS_red      <=1'b1;
        NS_yellow   <=1'b0;
        NS_green    <=1'b0;
        EW_red      <=1'b0;
        EW_yellow   <=1'b0;
        EW_green   <=1'b1;
    end
    if (yellow_count ==3 & EW_yellow) begin
        NS_red      <=1'b0;
        NS_yellow   <=1'b0;
        NS_green    <=1'b1;
        EW_red      <=1'b1;
        EW_yellow   <=1'b0;
        EW_green   <=1'b0;
    end
end 
endmodule
module NS_count (
input   wire    i_clk         ,  
output  reg     [4:0] o_count   
);
initial
    o_count = 0;
always @ (negedge i_clk)
    o_count[0] <= ~o_count[0];
always @ (negedge o_count [0])
    o_count[1] <= ~o_count[1];
always @ (negedge o_count [1])
    o_count[2] <= ~o_count[2];
always @ (negedge o_count [2])
    o_count[3] <= ~o_count[3];   
always @ (negedge o_count [3])
    o_count[4] <= ~o_count[4];
endmodule
module EW_count (
input   wire    i_clk         ,  
output  reg     [3:0] o_count   
);
initial
    o_count =0;
always @ (negedge i_clk)
    o_count[0] <= ~o_count[0];
always @ (negedge o_count [0])
    o_count[1] <= ~o_count[1];
always @ (negedge o_count [1])
    o_count[2] <= ~o_count[2];
always @ (negedge o_count [2])
    o_count[3] <= ~o_count[3];   
endmodule
module yellow_count (
input   wire    i_clk         ,  
output  reg     [1:0] o_count   
);
initial
    o_count = 0;
always @ (negedge i_clk)
    o_count[0] <= ~o_count[0];
always @ (negedge o_count [0])
    o_count[1] <= ~o_count[1];
endmodule
```

## flow/run.sh

```bash
#!/bin/bash
# OpenROAD 26Q1-2900-gdf79404cd8, Yosys 0.63+post, stock flow scripts
make -C /OpenROAD-flow-scripts/flow DESIGN_CONFIG=/design/flow/config.mk WORK_HOME=/design/flow/orfs finish
```

==> flow_summary.ini <==
; yosys + openroad results
[floorplan]
coreArea_mm2 = 0.00342
io_pins = 6
rows = 21
chipWidth_um = 80
dieHeight_um = 80
fp_util = 0.0359
dieArea_mm2 = 0.00640

[worst_hold_path]
hold_path_class = register to register
whs_endpoint = o_count[0]
whs_path_depth = 1
worstHoldStart = o_count[0]

[worst_setup_path]
crit_chain = buf_2
crit_fanout = 2
start_kind = register
cpPeakStageDelay_ns = 0.30
r2r_start = o_count[0]
r2r_slack_ns = 0.54
worstRegToRegCells = 1
crit_required_ns = 0.80
worstSetupStartpoint = o_count[0]
critPathKind = register to output port
worst-path-buf-inv = 1
end_kind = output port
cp_top_family = flip-flops
crit_slowest_cell = dfxtp_2
crit-reg2reg-capture = o_count[0]
arrival_ns = 0.94

[layout]
area_growth_pct = 84.7
largest_reg_flops = 5
fillers = 405
stdcell_area_um2 = 226
final_core_util = 0.0663
drive_gt1_frac = 0.125
regMostFlops = o_count
multi_input_comb_cells = 0
logic_area_um2 = 0
seqCellArea_um2 = 101
top_regs = o_count x5

[global_route]
grt_max_degree = 3
grt_pass1_vias = 72
grt_first_pass_wirelength_um = 331
grtUsageTotal = 0.00626
overflow = 0
antenna_found_initial = 0

[route]
drcViolationCount = 0
detail_route.wirelength_um = 235
drt_iter0_markers = 0
drt-vias-per-instance = 1.24
avgRoutedWirePerCell_um = 3.79
diodes = 0
vias = 77
dr.pass1.iters = 1
postRouteAntennaNets = 0

[yosys]
most_common_cell = inv_1
synthTopLogicFamily = buffers and inverters
simple_gate_area_frac = 0
fa_ha_area_frac = 0
synthMuxAreaShare = 0
synth_area_leader_cell = dfxtp_1
ys_sh_xor = 0
syn_area_um2 = 123
edf_count = 0
yosys_cells = 11
topCellsByArea = dfxtp_1, inv_1
netlist.area_leader.share = 0.816
ys_area_um2 = 123
post_synth_ao_oa_area_fraction = 0
top_cells_by_count = inv_1, dfxtp_1
ys_seq_frac = 0.816
flop_cell = dfxtp_1
syn-instance-count = 11
ys.flops = 5
ys_warn_count = 1
syn_avg_cell_area_um2 = 11.1
ys_async_sr_fraction = 0
synth.distinct_cells = 2

[placement]
dp_hpwl_um = 217
dpl_cell_area_um2 = 230
finalWeightedCongestion = 0.700
io_buffers = 5
pre_cts_ws_ns = -0.484

[power]
p_per_area_mw_per_mm2 = 240
netSwitchingFraction = 0.139
power_switching_uw = 7.55
p_int_uw = 46.8
clkPwrFrac = 0.258
ir_drop_uv = 58.8
pwr-share-comb = 0
p_seq_frac = 0.742
leakagePower_nw = 0.0662
p_total_uw = 54.3

[run]
maxCapViolations = 0
tool_warnings = 31

[final_timing]
slew_viol_final = 0
hold_ws_ns = 0.392
worst_slack_ns = -0.137
unclocked_pins = 4
finalSetupViolCount = 1
skew_ns = 0
maxSlewHeadroom = 0.947
rsz0062_at_grt = yes
worst_pin_slew_ns = 0.0801
finalHoldViolCount = 0
unconstrained_endpoints = 8

[cts]
cts_hold_buf = 0
cts_setup_buffers = 0
clock_latency_ns = 0.03
path_clk_slew_ns = 0.03

[outcome]
failed_checks = setup timing
status = complete, but fails checks
[repair_timing]
item | in CTS | in global routing
pin swaps | 0 | 0
gates cloned | 0 | 0
setup endpoints to repair | 1 | 1
resized | 4 | 0
[final cells by class]
| cell class | instances | share of cell area |
|---|---|---|
| inverters | 5 | 0.0829 |
| clock inverters | 1 | 0.0166 |
| well taps | 46 | 0.254 |
| repair buffers | 5 | 0.199 |
| flip-flops and latches | 5 | 0.448 |
[routing by layer]
metal / vias to the layer above / wire, um / GRT usage
met3: 2 / 42 / 0.00227
met1: 31 / 91 / 0.00599
met2: 7 / 66 / 0.00883
met4: 0 / 34 / 0.00880
met5: - / 0 / 0
li1: 37 / - / -
[layout by cell type (no fill, tap or decap)]
cell             instances
dfxtp_1                  4
inv_1                    6
clkdlybuf4s50_1          4
buf_2                    1
dfxtp_2                  1
[cells by family after synthesis]
| family | after synthesis |
|---|---|
| buffers and inverters | 6 |
| DFF | 5 |
[stage by stage]
step | std cells | setup TNS, ns
CTS | 62 | -0.103
finish | 62 | -0.137
detailed placement | 62 | -0.484
global placement | 62 | -0.476
global route | 62 | -0.162
floorplan | 11 | 0
[power by group through the flow]
stage / Combinational, mW / Sequential (mW) / Clock, mW
after CTS: 0.0000000201 / 0.0407 / 0.0125
after global routing: 0.0000000201 / 0.0402 / 0.0172
final: 0.0000000201 / 0.0403 / 0.0140
[how the worst max path moves through the flow]
stage / to / slack [ns] / depth (start not counted)
after CTS: o_count[0] / -0.10 / 1
final: o_count[0] / -0.14 / 1
after global routing: o_count[0] / -0.16 / 1
Power and IR drop assume default switching activity.
