[/design/flow/run.sh]
#!/bin/bash
# OpenROAD 26Q1-2900-gdf79404cd8, Yosys 0.63+post, stock flow scripts
make -C /OpenROAD-flow-scripts/flow DESIGN_CONFIG=/design/flow/config.mk WORK_HOME=/design/flow/orfs finish
[/design/flow/constraint.sdc]
current_design seq_1010_moore

set clk_period 1.0
set clk_io_pct 0.2

create_clock -name clk0 -period $clk_period [get_ports {i_clock}]

set non_clock_inputs [all_inputs -no_clocks]
set_input_delay [expr $clk_period * $clk_io_pct] -clock clk0 $non_clock_inputs
set_output_delay [expr $clk_period * $clk_io_pct] -clock clk0 [all_outputs]
[/design/flow/design.v]
`timescale 1ns / 1ps
module seq_1010_moore(
    input i_clock,
    input i_reset,
    input i_btn,
    output o_led
    );
    localparam [2:0] s0 = 0 ,s1 = 1 ,s2 = 2 ,s3 = 3 ,s4 = 4 ;
    reg [2:0] state,next_state;
always@ (posedge i_clock) begin
    if (i_reset)
        state <= 3'b000         ;
    else
        state <= next_state     ;
end
always@(*)begin
    next_state = state;
    case(state)
        s0 : next_state <= i_btn ? s1:s0 ; 
        s1 : next_state <= i_btn ? s1:s2 ; 
        s2 : next_state <= i_btn ? s3:s0 ; 
        s3 : next_state <= i_btn ? s1:s4 ; 
        s4 : next_state <= i_btn ? s3:s0 ;  
    endcase    
end 
assign o_led = (state == s4) ? 1:0  ;
endmodule
[/design/flow/config.mk]
export PLATFORM = sky130hd
export DESIGN_NAME = seq_1010_moore
export DESIGN_NICKNAME = seq_1010_moore
export VERILOG_FILES = /design/flow/design.v
export SDC_FILE = /design/flow/constraint.sdc
export NUM_CORES = 4
export LEC_CHECK = 1
export CORE_AREA = 10 10 70 70
export DIE_AREA = 0 0 80 80
==> run notes <==
This note records the results obtained with Yosys and OpenROAD.

Detailed routing
Per the detail_route report, DRC violations left total 0. The script logs the mean routed wire length per placed instance as 5.32 µm. The total iterations of the first detailed-routing run is 2. Once iteration 0 of detailed routing completed, the report listed 3 DRC markers. For this block, the via count after detailed routing is 117. Once detail routing completed, the nets flagged for antenna violations numbered 0. The vias per cell is 1.72. For this block, the routed nets add up to 362 µm of wire.

Floorplan
The initial core utilization is 0.0469. According to the floorplan report, the die height is 80 µm. The number of rows in the core area is 21. In this run the standard cell core region covers 3420 µm².

The chip area is 6400 µm². The top-level port count is 4. In this run the horizontal extent of the chip is 80 µm.

Synthesis
After synthesis, the mean cell area works out to 11.4 µm². Synthesis inferred 5 register bits. The post-synthesis sequential area ratio is 0.625. The top cell type by total area after synthesis is dfxtp_1.

The area of the mapped netlist is 160 µm². The cell count in the Yosys report is 14. The synthesized chip area reported by yosys is 160 µm².

The Yosys warning count is 1. The count of distinct cell types in the synthesized netlist is 6. Synthesis handed over a netlist of 14 instances.

Of the post-synthesis cell area, the dominant cell type holds 0.625. The synthesis report lists the most area-consuming cells as dfxtp_1 63%, nor2_1 9.4%, nor3b_1 9.4%.

Placement
Routability-driven placement finished with a final weighted congestion of 0.631. Summing all placed instances gives a cell area of 248 µm². In this run the tool buffered the top-level ports with 3 buffer cells. The number of placed cells counting well taps is 63.

Power
The switching power summed over all nets is 100 µW. VDD sags by at most 0.316 mV. The switching power share of the total is 0.210. The power report attributes to the sequential group a share of 0.444. The power report attributes to the combinational group a share of 0.062. In the power breakdown, the internal column shows 376 µW. The cell area power density is 1720 nW/µm². The leakage power is 0.0000898 µW. The clock share of power is 0.495. The sum of internal, switching and leakage power is 476 µW.

Timing
The worst-margin pin slew is 0.225 ns. The final layout reports a setup TNS of 0 ns. Per the final report, max-transition violations number 0.

The post-layout period usage of the worst path is 0.921. Setup repair after global routing left no endpoint under its margin. The worst-case headroom to the max-slew limit is 0.850. Clock skew on the completed layout was measured at 0.000988 ns. In this build the clock could be raised as far as 1.09 GHz.

The most critical hold endpoint after final layout shows a slack of 0.467 ns. The number of endpoints failing setup at the final stage is 0. The time the worst path needs with I/O delays and setup is 0.921 ns. The hold violation count in the final report is 0.

Critical path
The worst setup path is captured at an output pin. For reference, the critical path cell chain is clkdlybuf4s15_1. In this run the number of cells on the critical path is 1.

Per STA, the startpoint of the critical path is state[1]$_DFF_P_. The launch point of the worst reg-to-reg path is state[1]$_DFF_P_. STA classifies the critical path startpoint as a flip-flop. The buffer-and-inverter tally for the worst setup path is 1. The data required time reported for the critical path is 0.80 ns. For flop-to-flop paths, the worst setup slack is 0.31 ns. The data arrival time of the worst path is 0.72 ns. OpenSTA lists the critical path endpoint as o_led. The timing report attributes the biggest portion of critical-path delay to flip-flops. The worst-path maximum fanout is 2. The worst flop-to-flop path endpoint is state[0]$_DFF_P_.

The number of cells traversed by the worst register-to-register path is 2. The worst-path cell with the longest stage delay is dfxtp_2. The category of the most critical setup path is reg2out.

Among all stages on the critical path, the maximum delay recorded is 0.32 ns.

Global route
Recorded from the global router log, the overflow total was 0. The number of antenna violations at the first check in global routing was 0. The number of global-route vias before repair is 134. Entering global routing, the biggest net connects 5 pins. Total global-route track usage over all layers is 0.0144.

The global-route wire length before repair is 600 µm.

CTS
Looking at the worst setup and hold paths, the clock pins of their registers show a slew of 0.04 ns. The post-CTS setup buffer count is 0. The root buffer cell chosen for the clock tree is clkbuf_4. The clock reaches the later pin of the worst-skew pair after 0.24 ns. The CTS tree is yes.

The total number of H-tree levels is 1. The clock passes through at most 2 buffers. The CTS buffer count is 3. For this design, the sink count on the clock tree is 5.

Cells and area
In this run the layout overhead on the synthesized area is reported as 73.4%. In the final layout, the registers with the most flip-flops are state x5. The register with the most flip-flops in the layout has 5 of them. Per the final layout report, the fraction of cells sized above drive strength 1 comes to 0.286.

The final instance area is 278 µm². More flip-flops sit in one register than any other, and that register is state. Leaving out filler cells and counting taps, the final layout contains 68.

Worst hold path
The type of the worst min-delay path is reg2reg.

Flow run
In this run the tools logged warnings totalling 25. The report counts max-capacitance violations totalling 0.

Outcome
The run finished with clean final reports.
-- worst min-delay path by stage --
stage	end	cells after the start	slack (ns)	from
after global routing	state[1]$_DFF_P_	1	0.49	state[4]$_DFF_P_
final	state[1]$_DFF_P_	1	0.47	state[4]$_DFF_P_
after CTS	state[1]$_DFF_P_	1	0.46	state[4]$_DFF_P_
-- through the flow --
step	util	worst slack (ns)
after global placement	0.0725	-0.0849
after floorplan	-	0.393
after CTS	0.0802	0.00501
after detailed placement	0.0725	-0.110
final	0.0813	0.0787
after global routing	0.0806	0.0508
-- logic make-up (layout without fill, tap and decap cells) --
| group | Yosys count | count (layout) | share of synthesized area |
|---|---|---|---|
| buf+inv | 0 | 7 | 0 |
| compound gates | 1 | 1 | 0.0703 |
| other cells | 0 | 1 | 0 |
| flops | 5 | 5 | 0.625 |
| simple gates | 8 | 8 | 0.305 |
-- cell usage in the layout (no fill, tap or decap) --
cell and n:
a21boi_2 1, clkbuf_1 1, clkbuf_4 3, clkdlybuf4s15_1 1
clkdlybuf4s50_1 2, dfxtp_1 4, dfxtp_2 1, diode_2 1
nand2b_4 1, nor2_1 4, nor3_1 1, nor3b_1 2
-- what timing repair did --
action / in CTS / in global routing
hold buffers: 0 / 0
hold endpoints to repair: 0 / 0
resized: 2 / 1
endpoints found under the setup margin: 1 / 1
-- cell usage after synthesis, drive strengths merged --
| library cell | number |
|---|---|
| nor2 | 4 |
| nor3 | 1 |
| nor3b | 2 |
| dfxtp | 5 |
| a21boi | 1 |
| nand2b | 1 |
-- routing by layer --
| metal | share of wire | vias up | routed length [µm] | global-route usage |
|---|---|---|---|---|
| met5 | 0 | - | 0 | 0 |
| met3 | 0.23 | 0 | 84 | 0.0284 |
| met4 | 0 | 0 | 0 | 0.00352 |
| li1 | - | 62 | - | - |
| met2 | 0.32 | 6 | 116 | 0.0152 |
| met1 | 0.44 | 49 | 160 | 0.0106 |
-- final cells by class --
cell class | count | area, µm²
fillers | 404 | 3140
flip-flops and latches | 5 | 101
multi-input cells | 9 | 60.1
well taps | 46 | 57.6
repair buffers | 3 | 30.0
clock buffers | 4 | 26.3
diodes | 1 | 2.50
-- power by group through the flow --
stage     Combinational [µW]  Clock (µW)  Sequential (µW)
6_report                29.3         236              212
5_1_grt                 32.2         264              212
4_1_cts                 29.2         246              212
Power is estimated from default activity; no workload was simulated.
